File: flow/design.v
`timescale 1ns / 1ps
module data_communication_net #(
  parameter  T_DATA_WIDTH = 8,
             S_DATA_COUNT = 2,
             M_DATA_COUNT = 3,
             T_ID___WIDTH = $clog2(S_DATA_COUNT), 
             T_DEST_WIDTH = $clog2(M_DATA_COUNT)
) (
  input  logic [T_DATA_WIDTH-1:0] s_data_i [S_DATA_COUNT-1:0],
  input  logic [T_DEST_WIDTH-1:0] s_dest_i [S_DATA_COUNT-1:0],
  input  logic [S_DATA_COUNT-1:0] s_last_i,
  input  logic [S_DATA_COUNT-1:0] s_valid_i,
  output logic [S_DATA_COUNT-1:0] s_ready_o,
  output logic [T_DATA_WIDTH-1:0] m_data_o [M_DATA_COUNT-1:0],
  output logic [T_ID___WIDTH-1:0] m_id_o   [M_DATA_COUNT-1:0],
  output logic [M_DATA_COUNT-1:0] m_last_o,
  output logic [M_DATA_COUNT-1:0] m_valid_o,
  input  logic [M_DATA_COUNT-1:0] m_ready_i,
  input  logic [T_ID___WIDTH-1:0] grant_i  [M_DATA_COUNT-1:0]
);
  always_comb begin
    for (int s_idx = 0; s_idx < M_DATA_COUNT; s_idx++) begin
      m_id_o   [s_idx]  = grant_i[s_idx];
      m_data_o [s_idx]  = s_data_i[grant_i[s_idx]];
      m_valid_o[s_idx]  = (s_dest_i[grant_i[s_idx]] == s_idx) && s_valid_i[grant_i[s_idx]];
      m_last_o [s_idx]  = s_last_i[grant_i[s_idx]];
    end 
    for (int m_idx = 0; m_idx < S_DATA_COUNT; m_idx++) begin
      s_ready_o[m_idx] = m_valid_o[s_dest_i[m_idx]] && m_ready_i[s_dest_i[m_idx]];
    end 
  end
endmodule
File: flow/config.mk
export PLATFORM = sky130hd
export DESIGN_NAME = data_communication_net
export DESIGN_NICKNAME = data_communication_net
export VERILOG_FILES = /design/flow/design.v
export SDC_FILE = /design/flow/constraint.sdc
export NUM_CORES = 4
export LEC_CHECK = 1
export CORE_AREA = 10 10 70 70
export DIE_AREA = 0 0 80 80
export SYNTH_HDL_FRONTEND = slang
File: flow/constraint.sdc
current_design data_communication_net

set clk_period 1.5
set clk_io_pct 0.2

create_clock -name clk0 -period $clk_period

set non_clock_inputs [all_inputs -no_clocks]
set_input_delay [expr $clk_period * $clk_io_pct] -clock clk0 $non_clock_inputs
set_output_delay [expr $clk_period * $clk_io_pct] -clock clk0 [all_outputs]
File: flow/run.sh
#!/bin/bash
# OpenROAD 26Q1-2900-gdf79404cd8, Yosys 0.63+post, stock flow scripts
make -C /OpenROAD-flow-scripts/flow DESIGN_CONFIG=/design/flow/config.mk WORK_HOME=/design/flow/orfs finish
==> ds_physical_params.txt <==
Physical implementation characteristics

Parameter                              Value

Place
  Buffers added on ports    65
  Routability cong.    0.814
  DP Wirelength    2210 µm

Final timing
  Number of max-slew violations in the final report    0
  Smallest hold slack    0.974 ns
  Headroom to the max-slew limit    85.0%
  Final setup violation count    0
  Number of hold violations in the final report    0
  Min Clock Period, post-route    1.46 ns
  Part of the cycle the worst path needs    97.5%
  Achievable frequency    684 MHz
  RSZ-0062 raised after global routing    yes
  Transition time at the pin with the least slew margin    0.224 ns
  Setup TNS    0 ns

Floorplanning
  Number of I/O pins    65
  Core Util at FP    15.6%
  Total die size    6400 µm²
  Die Span Y    80 µm
  Number of placement rows    21
  Die x size    80 µm
  Core area    3420 µm²

Finish
  Number of flip-flops and latches    0
  Filler Cell Count    368
  Share of post-route cells with drive strength above 1    51.1%
  Signed area change from the synthesized netlist to the final layout    159%
  Total area of sequential cells    0 µm²
  Fin util    40.4%
  Clock buffer count in the final layout    0

Worst setup path
  Slowest cell on the critical path    sky130_fd_sc_hd__mux2_2
  Worst EP arrival    1.16 ns
  Ordered list of cells on the worst path    buf_6 -> buf_6 -> buf_4 -> mux2_2 -> dlygate4sd2_1
  Most frequent cell on the critical path    sky130_fd_sc_hd__buf_6
  Worst Path Required    1.20 ns
  CP startpoint kind    input pin
  Max incr delay on CP    0.31 ns
  Worst setup path category    input pin to output port
  Kind of capture point of the worst setup path    output port
  Kind of cell with the highest combined delay on the critical path    buffers and inverters
  Buffering stage count on the worst path with inverters included    4
  Source of the critical timing path    grant_i[2]
  Largest fanout on the critical path    4

Pwr
  Worst supply voltage drop on vdd    0.110 mV
  Leakage component of the power    0.676 nW
  Pwr dens    237 nW/µm²

Synth
  Cell type with the highest aggregate area in the netlist    sky130_fd_sc_hd__mux2_2
  Ys cells    54
  Synthesized instance count    54
  Unique masters post-synth    14
  Register area share after synthesis    0%
  Post-synthesis cell area    533 µm²
  AND-OR/OR-AND share of the synthesized area    12.0%
  Simple share    19.5%
  FA/HA/MAJ Cells, Area Fraction    0%
  Top cells by area in the synthesized netlist    sky130_fd_sc_hd__mux2_2 (57%), sky130_fd_sc_hd__and4bb_1 (7.0%), sky130_fd_sc_hd__o2111ai_1 (6.6%), sky130_fd_sc_hd__buf_4 (5.6%), sky130_fd_sc_hd__nor4b_4 (4.5%)
  Most instantiated cells after synthesis    sky130_fd_sc_hd__mux2_2 (27), sky130_fd_sc_hd__buf_4 (4), sky130_fd_sc_hd__inv_1 (4), sky130_fd_sc_hd__o2111ai_1 (4)
  Share of the synthesized netlist area taken by xor and xnor gates    0%
  Syn avg cell area    9.87 µm²
  Top cell type's share of synthesized area    57.0%
  Yosys chip area    533 µm²
  Leading cell type by number of instances after synthesis    sky130_fd_sc_hd__mux2_2
  Yosys warns    0
  Multiplexer fraction of the synthesized cell area    57.0%
  Main combinational cell family by area after synthesis    multiplexers

Run
  OpenROAD warnings    34
  Maximum capacitance violations    0

Detailed routing
  Detailed-route vias per instance    4.14
  DRT antenna net count    0
  Remaining routing DRC violations    0
  Via count of the routed design    757
  Violation count after the first detailed-route iteration    13
  Number of diodes added for antenna fixing    0
  Drt wl/cell    15.5 µm
  Detailed Route WL    2840 µm
  First-pass detailed-route iteration total    4

Run status
  Status    finished, final reports clean

Global route
  Largest net degree at the start of global routing    6
  Global routing usage summed across all routing layers    8.70%
  Global-route congestion overflow total    0
  Number of global-route vias before repair    905
  Antenna violations before repair    0
  Wire length of the first global-routing pass    4540 µm

Hold path
  Worst hold path class    input pin to output port
  Min-delay src    m_ready_i[0]
-- worst paths after layout --
| check | to | cells past startpoint |
|---|---|---|
| worst max-delay path | m_last_o[2] | 5 |
| worst min-delay path | s_ready_o[1] | 4 |
-- area by class of cell --
| type | count | area (µm²) | share of cell area [%] |
|---|---|---|---|
| Timing Repair Buffer | 89 | 797 | 57.8 |
| Multi-Input combinational cell | 44 | 510 | 37.0 |
| Tap cell | 46 | 57.6 | 4.17 |
| Inverter | 4 | 15.0 | 1.09 |
-- cell families (layout without fill, tap and decap cells) --
logic type / Yosys count / in the layout
mux: 27 / 27
simple gates: 10 / 10
buf+inv: 10 / 93
compound gates: 7 / 7
-- layer usage --
layer  share of wire [%]  up-vias  GRT usage [%]
met2                  39       51           12.6
li1                    -      378              -
met5                   0        -              0
met3                  20        0           7.16
met1                  41      328           10.2
met4                   0        0          0.352
-- cells in the final DEF, fill, tap and decap left out --
cell and count:
sky130_fd_sc_hd__clkbuf_2 1, sky130_fd_sc_hd__and4b_2 1, sky130_fd_sc_hd__mux2_4 4, sky130_fd_sc_hd__o211ai_1 1, sky130_fd_sc_hd__o2111ai_2 3, sky130_fd_sc_hd__inv_1 4, sky130_fd_sc_hd__buf_2 6, sky130_fd_sc_hd__o311ai_2 1
sky130_fd_sc_hd__nand2_1 1, sky130_fd_sc_hd__nor4b_4 1, sky130_fd_sc_hd__buf_4 15, sky130_fd_sc_hd__buf_8 1, sky130_fd_sc_hd__dlymetal6s2s_1 2, sky130_fd_sc_hd__and4b_1 1, sky130_fd_sc_hd__clkdlybuf4s15_2 1, sky130_fd_sc_hd__o21ai_2 1
sky130_fd_sc_hd__or2_1 3, sky130_fd_sc_hd__and4bb_1 2, sky130_fd_sc_hd__o2111ai_1 1, sky130_fd_sc_hd__and4bb_2 1, sky130_fd_sc_hd__dlygate4sd2_1 37, sky130_fd_sc_hd__buf_6 11, sky130_fd_sc_hd__clkdlybuf4s15_1 11, sky130_fd_sc_hd__mux2_2 23
sky130_fd_sc_hd__clkdlybuf4s50_1 4
-- report_power, final --
| part | internal (mW) | leakage [nW] | total, mW | switching [mW] |
|---|---|---|---|---|
| Combinational | 0.228 | 0.676 | 0.327 | 0.0992 |
| Clock | 0 | 0 | 0 | 0 |
| Sequential | 0 | 0 | 0 | 0 |
| Total | 0.228 | 0.676 | 0.327 | 0.0992 |
-- metrics by stage --
stage	power (mW)	setup slack, ns	area [µm²]	instances
final	0.327	0.0375	1380	183
after global routing	0.364	-0.0313	1380	183
after detailed placement	0.339	-0.736	1250	167
after global placement	0.341	-0.737	1250	167
after CTS	0.328	-0.0930	1360	185
after floorplan	0.0880	0.216	533	54
-- timing repair --
action / 4_1_cts / 5_1_grt
buffers inserted: 16 / 0
setup endpoints to repair: 35 / 19
resized: 108 / 23
hold buffers: 0 / 0
pin swaps: 12 / 6
gates cloned: 2 / 0
Power and IR drop assume default switching activity.
