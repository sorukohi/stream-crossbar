## /design/flow/constraint.sdc

```tcl
current_design arbiters_unit

set clk_period 2.6
set clk_io_pct 0.2

create_clock -name clk0 -period $clk_period [get_ports {clk_i}]

set non_clock_inputs [all_inputs -no_clocks]
set_input_delay [expr $clk_period * $clk_io_pct] -clock clk0 $non_clock_inputs
set_output_delay [expr $clk_period * $clk_io_pct] -clock clk0 [all_outputs]
```

## /design/flow/config.mk

```make
export PLATFORM = sky130hd
export DESIGN_NAME = arbiters_unit
export DESIGN_NICKNAME = arbiters_unit
export VERILOG_FILES = /design/flow/design.v
export SDC_FILE = /design/flow/constraint.sdc
export NUM_CORES = 4
export LEC_CHECK = 1
export CORE_AREA = 10 10 112 112
export DIE_AREA = 0 0 122 122
export SYNTH_HDL_FRONTEND = slang
```

## /design/flow/run.sh

```bash
#!/bin/bash
# OpenROAD 26Q1-2900-gdf79404cd8, Yosys 0.63+post, stock flow scripts
make -C /OpenROAD-flow-scripts/flow DESIGN_CONFIG=/design/flow/config.mk WORK_HOME=/design/flow/orfs finish
```

## /design/flow/design.v

```verilog
`timescale 1ns / 1ps
module arbiters_unit #(
  parameter  T_DATA_WIDTH = 8,
             S_DATA_COUNT = 2,
             M_DATA_COUNT = 3,
             T_ID___WIDTH = $clog2(S_DATA_COUNT),
             T_DEST_WIDTH = $clog2(M_DATA_COUNT)
) (
  input  logic                      clk_i,
  input  logic                      rst_in,
  input  logic [T_DEST_WIDTH-1 : 0] s_dest_i         [S_DATA_COUNT-1 : 0],
  input  logic [S_DATA_COUNT-1 : 0] s_last_i,
  input  logic [S_DATA_COUNT-1 : 0] s_valid_i,
  output logic [T_ID___WIDTH-1 : 0] grant_o          [M_DATA_COUNT-1 : 0]
);
  logic [S_DATA_COUNT-1 : 0] requests_masks  [M_DATA_COUNT-1 : 0];
  generate 
    for (genvar i = 0; i < M_DATA_COUNT; i++) begin
      round_robin_arbiter #(
        .S_DATA_COUNT ( S_DATA_COUNT ),
        .M_DATA_COUNT ( M_DATA_COUNT ),
        .T_ID___WIDTH ( T_ID___WIDTH )
      ) rr_arbtr_inst (
        .clk_i            ( clk_i              ),
        .rst_in           ( rst_in             ),
        .requests_mask_i  ( requests_masks[i]  ),
        .id_o             ( grant_o[i]         ),
        .last_i           ( s_last_i           )
      );
    end
  endgenerate
  always_comb begin
    for (int i = 0; i < M_DATA_COUNT; i++) begin
      for (int j = 0; j < S_DATA_COUNT; j++) begin
        requests_masks[i][j] = (s_dest_i[j] == i) && s_valid_i[j];
      end
    end
  end
endmodule
`timescale 1ns / 1ps
module round_robin_arbiter #(
  parameter  S_DATA_COUNT = 2,
             M_DATA_COUNT = 3,
             T_ID___WIDTH = $clog2(S_DATA_COUNT)
) (
  input  logic                    clk_i,
  input  logic                    rst_in,
  input  logic [S_DATA_COUNT-1:0] requests_mask_i,
  output logic [T_ID___WIDTH-1:0] id_o,
  input  logic [S_DATA_COUNT-1:0] last_i
);
  logic is_empty;                
  logic is_valid;                
  logic is_start;                
  logic is_new_mask;             
  logic is_last;                 
  logic is_almost_empty_mask;    
  logic is_almost_empty;         
  logic is_end_of_master;
  logic is_jump_to_next_mask;    
  logic is_almost_end;           
  logic is_was_almost_end;       
  logic is_dfntl_end;            
  logic is_time_to_write;        
  logic is_time_for_shifitng;    
  logic is_time_to_update_mask;  
  assign         is_empty               = ~|masters_in_line;
  assign         is_valid               = |crnt_mask;
  assign         is_start               = is_empty && is_valid;
  assign         is_new_mask            = |new_mask;
  assign         is_last                = last_i[id_o];
  assign         is_almost_empty_mask   = is_end_of_master && ~|(list_of_mask[ptr_rd_list] ^ lead_master_of_used_mask);
  assign         is_almost_empty        = (ptr_rd_list == S_DATA_COUNT - 1) ? (ptr_wr_list == 'd0) : (ptr_rd_list == ptr_wr_list - 1'd1);
  assign         is_end_of_master       = is_last && crnt_mask[ptr_rd_mask];
  assign         is_jump_to_next_mask   = is_almost_empty_mask && (!is_almost_end || is_new_mask);
  assign         is_almost_end          = is_almost_empty_mask && is_almost_empty && !is_new_mask;
  always_ff @(posedge clk_i) begin
    if (!rst_in) is_was_almost_end      = '0;
    else         is_was_almost_end      = is_almost_end;
  end
  assign         is_dfntl_end           = !is_valid && is_was_almost_end && !crnt_mask[ptr_rd_mask];
  assign         is_time_to_write       = is_start || is_new_mask;
  assign         is_time_for_shifitng   = !is_almost_end && (is_jump_to_next_mask || is_dfntl_end);
  assign         is_time_to_update_mask = !is_almost_end && (is_jump_to_next_mask || is_end_of_master || is_dfntl_end);  
  logic [S_DATA_COUNT-1 : 0] crnt_mask;
  logic [S_DATA_COUNT-1 : 0] list_of_mask [S_DATA_COUNT-1:0];   
  logic [S_DATA_COUNT-1 : 0] used_mask;
  assign crnt_mask = requests_mask_i;
  always_ff @(posedge clk_i) begin
    if   (!rst_in)                list_of_mask              <= '{S_DATA_COUNT{'0}};
    else begin
      if (is_time_to_update_mask) list_of_mask[ptr_rd_list] <= updated_mask;                           
      if (is_time_to_write)       list_of_mask[ptr_wr_list] <= new_mask;
    end
  end
  assign used_mask = list_of_mask[ptr_rd_list];
  logic [S_DATA_COUNT-1 : 0] masters_in_line;  
  logic [S_DATA_COUNT-1 : 0] updated_mask;     
  logic [S_DATA_COUNT-1 : 0] new_mask;         
  always_comb begin
    masters_in_line = '0;
    for (int i = 0; i < S_DATA_COUNT; i++) begin
      masters_in_line = masters_in_line | list_of_mask[i];
    end
  end
  assign updated_mask = used_mask ^ lead_master_of_used_mask;
  assign new_mask     = crnt_mask[ptr_rd_mask] ? (crnt_mask ^ masters_in_line) : (crnt_mask ^ masters_in_line ^ lead_master_of_used_mask);
  logic [S_DATA_COUNT-1 : 0] lead_master_of_used_mask;
  assign lead_master_of_used_mask = (1 << used_mask_low_bit) & {$size(used_mask){|used_mask}};
  logic [T_ID___WIDTH-1 : 0] used_mask_low_bit;
  logic [T_ID___WIDTH-1 : 0] crnt_mask_low_bit;
  always_comb begin
    used_mask_low_bit = '0;
    for (int i = $low(used_mask); i <= $high(used_mask); i++) begin
      if (used_mask[i]) begin
        used_mask_low_bit = i;  
        break;
      end
    end
  end   
  always_comb begin
    crnt_mask_low_bit = '0;
    for (int i = $low(crnt_mask); i <= $high(crnt_mask); i++) begin
      if (crnt_mask[i]) begin
        crnt_mask_low_bit = i; 
        break;
      end
    end
  end   
  logic [T_ID___WIDTH-1 : 0] ptr_wr_list;  
  logic [T_ID___WIDTH-1 : 0] ptr_rd_list;  
  logic [T_ID___WIDTH-1 : 0] ptr_rd_mask;  
  always_ff @(posedge clk_i) begin
    if      (!rst_in)                                                   ptr_rd_list <= 'd0;
    else if (is_time_for_shifitng) if (ptr_rd_list < S_DATA_COUNT - 1)  ptr_rd_list <= ptr_rd_list + 'd1;
                                   else                                 ptr_rd_list <= 'd0;
  end
  always_ff @(posedge clk_i) begin
    if      (!rst_in)                                              ptr_wr_list <= 'd0;
    else if (is_time_to_write) if (ptr_wr_list < S_DATA_COUNT - 1) ptr_wr_list <= ptr_wr_list + 'd1;
                               else                                ptr_wr_list <= 'd0;
  end
  always_comb begin
    if (!(is_start || is_empty)) ptr_rd_mask = used_mask_low_bit;
    else                         ptr_rd_mask = crnt_mask_low_bit;            
  end
  assign id_o = ptr_rd_mask;
endmodule
```

==> flow_summary.yaml <==
# implementation run metrics
status:
  status: "complete, no violations"
synth:
  ys_cells: 197
  syn_area_sq_um: 1580
  yosys_warnings: 0
  ys_chip_area_sq_um: 1580
  ys_seq_elements: 21
  synth-edff-count: 0
  synth_cells: 197
  synth_cell_type_count: 60
  syn_avg_cell_area_sq_um: 8.03
  top_cell: "dfxtp_1"
  synthArstFlopShare_pct: 0
  ys.flop_type: "dfxtp_1"
  ys_seq_share_pct: 26.6
  synth_area_leader_cell: "dfxtp_1"
  synth_top_area_share_pct: 26.6
  topCellsByArea: "dfxtp_1 (27%), nand2_1 (4.7%), nand3_1 (4.7%)"
  top_cells_by_count: "dfxtp_1 (21), nand2_1 (20), nand3_1 (15)"
cts:
  cts_max_path_buffers: 2
  h-tree-depth: 1
  cts_root_buffer: "clkbuf_8"
  cts_buffers: 3
  clock.latency.late_pin_ns: 0.25
  cts_tree: "done"
  clk_pin_slew_ns: 0.07
  cts_sinks: 21
power:
  power_density_nw_per_um2: 695
  ir_drop_uv: 204
  leakage_nw: 0.711
die:
  fp.dieW_microns: 122
  dieHeight_microns: 122
  fp_util_pct: 15.5
  core_sq_um: 10200
  chipArea_sq_um: 14900
  pin_count: 13
  row_count: 37
route:
  antennaDiodeCount: 0
  antenna_left: 0
  routed_wl_microns: 3590
  drt_iter0_markers: 100
  wl_per_cell_microns: 10.3
  vias: 1487
  drc: 0
  viasPerCell: 4.25
  firstDrtPassIters: 4
sta:
  period_needed_ns: 2.53
  whs_ns: 0.528
  slew_violations: 0
  fin_crit_sh_pct: 97.4
  fmax_ghz: 0.395
  rsz0062_at_grt: "no"
  fin_setup_tns_ns: 0
  setup_violations: 0
  worst_pin_slew_ns: 0.496
  hold_violations: 0
  slew-limit-headroom_pct: 66.9
  fin_skew_ns: 0.00106
setup_path:
  arrival_ns: 2.01
  cp.required_ns: 2.08
  cpPeakStageDelay_ns: 0.48
  path_cells: "clkdlybuf4s50_1 -> or3b_4 -> o21ai_0 -> clkdlybuf4s50_1"
  crit_top_cell: "clkdlybuf4s50_1"
  crit_family: "buffers and inverters"
  slowest_stage: "clkdlybuf4s50_1"
  crit_cells: 4
  crit_type: "input pin to output port"
  crit_path_end_kind: "output port"
  r2r.worst_path.cells: 6
  cp_num_buf_inv: 2
  cp_max_fo: 2
  cp-start-kind: "input pin"
placed_design:
  dp_hpwl_microns: 2790
  gp_congestion: 0.834
  portBuffers: 12
global_route:
  grt-ovfl-total: 0
  grt_max_degree: 14
  grt_usage_pct: 4.71
  grt_pass1_wl_microns: 6170
  grt_pass1_vias: 1364
  grt_antenna_before_repair: 1
cells_and_area:
  drive_above_1_share_pct: 15.4
  final_util_pct: 19.1
  syn2layout_area_growth_pct: 23.4
min_path:
  hold_class: "flip-flop to flip-flop"
  hold_path_depth: 2
flow_run:
  maxCapViolCount: 0
  warnings: 25
-- registers in the layout (all words and copies together), names as in the netlist --
name                                     cells
genblk1.rr_arbtr_inst.is_was_almost_end      3
genblk1.rr_arbtr_inst.ptr_wr_list            3
genblk1.rr_arbtr_inst.list_of_mask          12
genblk1.rr_arbtr_inst.ptr_rd_list            3
-- report_power, final --
| part | total, mW | leakage, nW | switching [mW] | internal (mW) |
|---|---|---|---|---|
| clock network | 0.209 | 0.0228 | 0.100 | 0.109 |
| logic | 0.644 | 0.517 | 0.316 | 0.328 |
| registers | 0.503 | 0.171 | 0.115 | 0.388 |
| total | 1.36 | 0.711 | 0.531 | 0.825 |
-- through the flow --
stage / total power, mW / std cells / area [sq um] / worst slack [ns]
2_1_floorplan: 0.998 / 197 / 1580 / 0.620
3_3_place_gp: 1.14 / 344 / 1880 / 0.0473
3_5_place_dp: 1.15 / 344 / 1880 / 0.0218
4_1_cts: 1.36 / 348 / 1920 / 0.0201
5_1_grt: 1.48 / 350 / 1950 / 0.00156
6_report: 1.36 / 350 / 1950 / 0.0680
-- tightest hold or removal path: cells and delay by family, from the launching register on --
kind,cells,cell delay [ns]
AND-OR/OR-AND,1,0.06
flip-flops,1,0.35
AND/OR/NAND/NOR,1,0.08
-- layout make-up --
type / instances / area (sq um)
Fill cell: 1107 / 8280
Multi-Input combinational cell: 156 / 1060
Sequential cell: 21 / 420
Timing Repair Buffer: 25 / 228
Tap cell: 136 / 170
Clock buffer: 4 / 45.0
Inverter: 8 / 30.0
-- placed cells by master (no fill, tap or decap), types with 2 or more instances in the layout --
cell type | synthesis | final
nand3b_1 | 8 | 8
o32ai_1 | 3 | 3
xnor2_1 | 6 | 6
or2_2 | 2 | 2
nor3_1 | 5 | 5
a21oi_1 | 8 | 8
nand2b_1 | 2 | 2
dlymetal6s2s_1 | 0 | 4
a31oi_1 | 3 | 3
nor2_1 | 11 | 11
o21ai_0 | 13 | 13
nand4b_1 | 2 | 2
clkbuf_8 | 1 | 3
buf_4 | 3 | 13
inv_1 | 8 | 8
nand3_1 | 15 | 15
nand2_1 | 20 | 20
and2_1 | 2 | 2
nor4_1 | 4 | 4
clkdlybuf4s50_1 | 0 | 8
a211o_1 | 2 | 2
a211oi_2 | 2 | 2
and3_1 | 4 | 4
or3b_4 | 1 | 3
a311oi_1 | 3 | 3
dfxtp_1 | 21 | 21
o21a_1 | 6 | 6
nor3b_1 | 2 | 2
-- repair_timing --
item / 4_1_cts / 5_1_grt
endpoints found under the setup margin: 0 / 3
setup buffers: 0 / 2
endpoints found under the hold margin: 0 / 0
resized: 0 / 6
hold buffers: 0 / 0
-- routing by layer --
layer | GRT usage (%) | vias up | wire length [microns]
met3 | 0.892 | 4 | 273
met1 | 6.94 | 670 | 1780
met4 | 0.745 | 2 | 43
li1 | - | 773 | -
met5 | 0 | - | 13
met2 | 7.10 | 38 | 1480
-- cell families (layout without fill, tap and decap cells) --
family / after synthesis / in the layout / synth area share, %
AND/OR/NAND/NOR: 88 / 88 / 31.0
multiplexers: 2 / 2 / 1.34
XOR/XNOR: 7 / 7 / 3.88
AND-OR/OR-AND: 59 / 59 / 30.4
buffers and inverters: 20 / 37 / 6.80
flip-flops: 21 / 21 / 26.6
-- final timing paths --
path	to	startpoint	slack, ns
setup / recovery	grant_o[0]	s_valid_i[1]	0.07
hold / removal	genblk1[2].rr_arbtr_inst.list_of_mask[2]	genblk1[2].rr_arbtr_inst.list_of_mask[2]	0.53
hold reg to reg	genblk1[2].rr_arbtr_inst.list_of_mask[2]	genblk1[2].rr_arbtr_inst.list_of_mask[2]	0.53
setup reg to reg	genblk1[2].rr_arbtr_inst.list_of_mask[0]	genblk1[2].rr_arbtr_inst.list_of_mask[2]	0.60
Power is estimated from default activity; no workload was simulated.
